[./config.mk]
export PLATFORM = sky130hd
export DESIGN_NAME = apb_fsm_ontroller
export DESIGN_NICKNAME = apb_fsm_ontroller
export VERILOG_FILES = /design/flow/design.v
export SDC_FILE = /design/flow/constraint.sdc
export NUM_CORES = 4
export LEC_CHECK = 1
export CORE_AREA = 10 10 203 203
export DIE_AREA = 0 0 213 213
[./constraint.sdc]
current_design apb_fsm_ontroller

set clk_period 2.1
set clk_io_pct 0.2

create_clock -name clk0 -period $clk_period [get_ports {Hclk}]

set non_clock_inputs [all_inputs -no_clocks]
set_input_delay [expr $clk_period * $clk_io_pct] -clock clk0 $non_clock_inputs
set_output_delay [expr $clk_period * $clk_io_pct] -clock clk0 [all_outputs]
[./design.v]
module apb_fsm_ontroller( Hclk,Hresetn,valid,Haddr1,Haddr2,Hwdata1,Hwdata2,Prdata,Hwrite,Haddr,Hwdata,Hwritereg,tempselx,Pwrite,Penable,Pselx,Paddr,Pwdata,Hreadyout);
input Hclk,Hresetn,valid,Hwrite,Hwritereg;
input [31:0] Hwdata,Haddr,Haddr1,Haddr2,Hwdata1,Hwdata2,Prdata;
input [2:0] tempselx;
output reg Pwrite,Penable;
output reg Hreadyout;  
output reg [2:0] Pselx;
output reg [31:0] Paddr,Pwdata;
parameter ST_IDLE=3'b000;
parameter ST_WWAIT=3'b001;
parameter ST_READ= 3'b010;
parameter ST_WRITE=3'b011;
parameter ST_WRITEP=3'b100;
parameter ST_RENABLE=3'b101;
parameter ST_WENABLE=3'b110;
parameter ST_WENABLEP=3'b111;
reg [2:0] PRESENT_STATE,NEXT_STATE;
always @(posedge Hclk)
 begin:PRESENT_STATE_LOGIC
  if (~Hresetn)
    PRESENT_STATE<=ST_IDLE;
  else
    PRESENT_STATE<=NEXT_STATE;
 end
always @(PRESENT_STATE,valid,Hwrite,Hwritereg)
 begin:NEXT_STATE_LOGIC
  case (PRESENT_STATE)
 	ST_IDLE:begin
		 if (~valid)
		  NEXT_STATE=ST_IDLE;
		 else if (valid && Hwrite)
		  NEXT_STATE=ST_WWAIT;
		 else 
		  NEXT_STATE=ST_READ;
		end    
	ST_WWAIT:begin
		 if (~valid)
		  NEXT_STATE=ST_WRITE;
		 else
		  NEXT_STATE=ST_WRITEP;
		end
	ST_READ: begin
		   NEXT_STATE=ST_RENABLE;
		 end
	ST_WRITE:begin
		  if (~valid)
		   NEXT_STATE=ST_WENABLE;
		  else
		   NEXT_STATE=ST_WENABLEP;
		 end
	ST_WRITEP:begin
		   NEXT_STATE=ST_WENABLEP;
		  end
	ST_RENABLE:begin
		     if (~valid)
		      NEXT_STATE=ST_IDLE;
		     else if (valid && Hwrite)
		      NEXT_STATE=ST_WWAIT;
		     else
		      NEXT_STATE=ST_READ;
		   end
	ST_WENABLE:begin
		     if (~valid)
		      NEXT_STATE=ST_IDLE;
		     else if (valid && Hwrite)
		      NEXT_STATE=ST_WWAIT;
		     else
		      NEXT_STATE=ST_READ;
		   end
	ST_WENABLEP:begin
		      if (~valid && Hwritereg)
		       NEXT_STATE=ST_WRITE;
		      else if (valid && Hwritereg)
		       NEXT_STATE=ST_WRITEP;
		      else
		       NEXT_STATE=ST_READ;
		    end
	default: begin
		   NEXT_STATE=ST_IDLE;
		  end
  endcase
 end
reg Penable_temp,Hreadyout_temp,Pwrite_temp;
reg [2:0] Pselx_temp;
reg [31:0] Paddr_temp, Pwdata_temp;
always @(*)
 begin:OUTPUT_COMBINATIONAL_LOGIC
   case(PRESENT_STATE)
	ST_IDLE: begin
			  if (valid && ~Hwrite) 
			   begin:IDLE_TO_READ
			        Paddr_temp=Haddr;
				Pwrite_temp=Hwrite;
				Pselx_temp=tempselx;
				Penable_temp=0;
				Hreadyout_temp=0;
			   end
			  else if (valid && Hwrite)
			   begin:IDLE_TO_WWAIT
			        Pselx_temp=0;
				Penable_temp=0;
				Hreadyout_temp=1;			   
			   end
			  else
                            begin:IDLE_TO_IDLE
			        Pselx_temp=0;
				Penable_temp=0;
				Hreadyout_temp=1;	
			   end
		     end    
	ST_WWAIT:begin
	          if (~valid) 
			   begin:WAIT_TO_WRITE
			    Paddr_temp=Haddr1;
				Pwrite_temp=1;
				Pselx_temp=tempselx;
				Penable_temp=0;
				Pwdata_temp=Hwdata;
				Hreadyout_temp=0;
			   end
			  else 
			   begin:WAIT_TO_WRITEP
			    Paddr_temp=Haddr1;
				Pwrite_temp=1;
				Pselx_temp=tempselx;
				Pwdata_temp=Hwdata;
				Penable_temp=0;
				Hreadyout_temp=0;		   
			   end
		     end  
	ST_READ: begin:READ_TO_RENABLE
			  Penable_temp=1;
			  Hreadyout_temp=1;
		     end
	ST_WRITE:begin
              if (~valid) 
			   begin:WRITE_TO_WENABLE
				Penable_temp=1;
				Hreadyout_temp=1;
			   end
			  else 
			   begin:WRITE_TO_WENABLEP  
				Penable_temp=1;
				Hreadyout_temp=1;		   
			   end
		     end
	ST_WRITEP:begin:WRITEP_TO_WENABLEP
               Penable_temp=1;
			   Hreadyout_temp=1;
		      end
	ST_RENABLE:begin
	            if (valid && ~Hwrite) 
				 begin:RENABLE_TO_READ
					Paddr_temp=Haddr;
					Pwrite_temp=Hwrite;
					Pselx_temp=tempselx;
					Penable_temp=0;
					Hreadyout_temp=0;
				 end
			  else if (valid && Hwrite)
			    begin:RENABLE_TO_WWAIT
			     Pselx_temp=0;
				 Penable_temp=0;
				 Hreadyout_temp=1;			   
			    end
			  else
                begin:RENABLE_TO_IDLE
			     Pselx_temp=0;
				 Penable_temp=0;
				 Hreadyout_temp=1;	
			    end
		       end
	ST_WENABLEP:begin
                 if (~valid && Hwritereg) 
			      begin:WENABLEP_TO_WRITEP
			       Paddr_temp=Haddr2;
				   Pwrite_temp=Hwrite;
				   Pselx_temp=tempselx;
				   Penable_temp=0;
				   Pwdata_temp=Hwdata;
				   Hreadyout_temp=0;
				  end
			    else 
			     begin:WENABLEP_TO_WRITE_OR_READ  
			      Paddr_temp=Haddr2;
				  Pwrite_temp=Hwrite;
				  Pselx_temp=tempselx;
				  Pwdata_temp=Hwdata;
				  Penable_temp=0;
				  Hreadyout_temp=0;		   
			     end
		        end
	ST_WENABLE :begin
	             if (~valid && Hwritereg) 
			      begin:WENABLE_TO_IDLE
				   Pselx_temp=0;
				   Penable_temp=0;
				   Hreadyout_temp=0;
				  end
			    else 
			     begin:WENABLE_TO_WAIT_OR_READ  
				  Pselx_temp=0;
				  Penable_temp=0;
				  Hreadyout_temp=0;		   
			     end
		        end
 endcase
end
always @(posedge Hclk)
 begin
  if (~Hresetn)
   begin
    Paddr<=0;
	Pwrite<=0;
	Pselx<=0;
	Pwdata<=0;
	Penable<=0;
	Hreadyout<=0;
   end
  else
   begin
        Paddr<=Paddr_temp;
	Pwrite<=Pwrite_temp;
	Pselx<=Pselx_temp;
	Pwdata<=Pwdata_temp;
	Penable<=Penable_temp;
	Hreadyout<=Hreadyout_temp;
   end
 end
endmodule
[./run.sh]
#!/bin/bash
# OpenROAD 26Q1-2900-gdf79404cd8, Yosys 0.63+post, stock flow scripts
make -C /OpenROAD-flow-scripts/flow DESIGN_CONFIG=/design/flow/config.mk WORK_HOME=/design/flow/orfs finish
==> impl_summary.log <==
[flow] summary of implementation run
INFO  metric max_slew_margin = about three fifths
INFO  metric r2r.worst_path.cells = 2
INFO  metric layout_min_cycle_time = 1.67 ns
INFO  metric cp_data_required_time = 1.68 ns
INFO  metric postSynthCellCount = between 300 and 400
INFO  metric post-cts-setup-buffers = 0
INFO  metric synth_top_flop_cell = sky130_fd_sc_hd__dfxtp_1
INFO  metric p_leak = 2.77 nW
INFO  metric worstPathBufferInverterCount = 1
INFO  metric die-width = approximately 210 um
INFO  metric synth-simple-area-share = 14.3%
INFO  metric grt_max_degree = 38
INFO  metric grt_first_pass_wirelength = 20400 um
INFO  metric post_cts_resize_count = 0
INFO  metric h-tree-depth = 3
INFO  metric worst_clock_skew = 0.000636 ns
INFO  metric postLayoutCellArea = 6720 um^2
INFO  metric grt_setup_unrepaired = false
INFO  metric worst_ir_drop_vdd = 0.365 mV
INFO  metric slew_viol_final = 0
INFO  metric worstSetupEndpoint = Pwrite
INFO  metric critical_path.endpoint_type = output port
INFO  metric lay_top_cells = 204 x sky130_fd_sc_hd__clkdlybuf4s50_1, 76 x sky130_fd_sc_hd__dfxtp_1, 69 x sky130_fd_sc_hd__and2_1
INFO  metric post-synth-top-area-cell = sky130_fd_sc_hd__dfxtp_1
INFO  metric netlist_area = 3820 um^2
INFO  metric outcome = finished clean
INFO  metric area_fraction_in_compound_gates = 15.3%
INFO  metric grt_overflow_total = 0
INFO  metric ff_latch_area = 2580 um^2
INFO  metric post-route-period-util = 79.6%
INFO  metric max_slew.worst_pin.slew = 0.580 ns
INFO  metric setup_violations = 0
INFO  metric r2r_start = PRESENT_STATE[3]$_DFF_P_
INFO  metric yosysChipArea = 3820 um^2
INFO  metric worstPathCellList = clkdlybuf4s50_1
INFO  metric pwr_density_cell = slightly below 600 nW/um^2
INFO  metric ys_sh_adder = 0%
INFO  metric unclocked_regs = roughly 68
INFO  metric worstPathArrival = 1.25 ns
INFO  metric number_of_maximum_capacitance_violations = 0
INFO  metric number_of_cts_inserted_buffers = 9
INFO  metric top_logic_kind = AND-OR/OR-AND gates
INFO  metric placement.cell_area = 6410 um^2
INFO  metric max_freq = around 0.6 GHz
INFO  metric timing.critical_path.fanout_max = 1
INFO  metric worstHoldPathCells = 2
INFO  metric post-synth-top-area-fraction = 40.9%
INFO  metric synth_register_bits = 146
INFO  metric numPortBuffers = slightly above 200
INFO  metric hpwlAfterDp = 10900 um
INFO  metric vias_per_std_cell = 2.96
INFO  metric yosys_cells = around 330
INFO  metric layout.filler_cells = approximately 4000
INFO  metric post_synthesis_share_of_cell_area_spent_on_xor_and_xnor_gates = 0%
INFO  metric worst_path_dominant_cell_family = buffers and inverters
INFO  metric route.final.wire_length = around 14000 um
INFO  metric critPathLaunchType = flip-flop
INFO  metric timing.critical_path.depth = 1
INFO  metric netlist-cell-type-count = 25
INFO  metric hp-start = Hresetn
INFO  metric place.gp.congestion = 0.758
INFO  metric area_growth = 76.0%
INFO  metric critPathMaxStageDelay = 0.59 ns
INFO  metric holdCritPathClass = input pin to flip-flop
INFO  metric vias_in_the_first_global_route = between 3000 and 4000
INFO  metric io-pin-count = 302
INFO  metric antenna_left = 0
INFO  metric number_of_flops_mapped_to_enable_cells_by_yosys = 0
INFO  metric yosysWarningCount = 1
INFO  metric timing_hold_violations_final = 0
INFO  metric clock.latency.late_pin = ~0.35 ns
INFO  metric dr_total_vias = 2974
INFO  metric setup-tns-final = 0 ns
INFO  metric track_usage = between 6 and 7%
INFO  metric clockRootBuffer = sky130_fd_sc_hd__clkbuf_16
INFO  metric warning_count = 121
INFO  metric comb_area = 1130 um^2
INFO  metric antenna_found_initial = 0
INFO  metric floorplan.die_area = roughly 45000 um^2
INFO  metric ys_async_sr_fraction = 0%
INFO  metric syn_area_per_cell = 11.6 um^2
INFO  metric area_inside_the_core_boundary = 36700 um^2
INFO  metric clk_pin_slew = about 0.070 ns
INFO  metric share_of_post_route_cells_with_drive_strength_above_1 = under 10%
INFO  metric fp_util = 10.4%
INFO  metric dr.first_iter.drc_count = 81
INFO  metric worstSetupStartpoint = Pwrite$_SDFF_PN0_
INFO  metric timing.reg2reg.setup_slack = 1.02 ns
INFO  metric final_common_cell = sky130_fd_sc_hd__clkdlybuf4s50_1
INFO  metric cpMaxStageDelayCell = sky130_fd_sc_hd__clkdlybuf4s50_1
INFO  metric route.detailed.drc = 0
INFO  metric layout.core_utilization = 18.3%
INFO  metric clock_tree_from_tritoncts = yes
INFO  metric placementRows = 70
INFO  metric cts_hold_buf = 0
INFO  metric die_h = 213 um
INFO  metric setup.worst_path.class = flip-flop to output port
INFO  metric clk_path_buf_depth = 2
INFO  metric synth.area.top_cells = sky130_fd_sc_hd__dfxtp_1 41%, sky130_fd_sc_hd__dlxtn_1 27%, sky130_fd_sc_hd__and2_1 11%
INFO  metric worstReg2RegEnd = PRESENT_STATE[2]$_DFF_P_
INFO  metric mux_area_share = 0%
INFO  metric routedWlPerCell = around 14 um
INFO  metric drt_pre_antenna_iters = 4
INFO  metric endpoints_left_unconstrained = roughly 68
routing by layer:
metal | global-route usage, % | vias up | wire, um
met1 | 7.61 | 1373 | 6070
met4 | 0.837 | 0 | 212
met3 | 2.08 | 9 | 1090
met2 | 10.4 | 95 | 6970
met5 | 0 | - | 0
li1 | - | 1497 | -
where the power goes:
part	internal, W	total, W	switching [W]
logic	0.000411	0.000602	0.000190
clock network	0.000937	0.00167	0.000733
registers	0.00170	0.00173	0.0000285
sequential cells by signal, indices dropped and copies added (netlist names):
name,cells
Pselx,3
Hreadyout,1
Pwdata,32
Pselx_temp,3
Pwdata_temp,32
Paddr_temp,32
Penable,1
PRESENT_STATE,8
Paddr,32
Pwrite_temp,1
Pwrite,1
cell type report:
class,instances,share of cell area [%]
Antenna cell,1,0.0373
Clock buffer,9,3.35
Clock inverter,7,1.17
Inverter,3,0.168
Multi-Input combinational cell,160,16.8
Sequential cell,146,38.5
Tap cell,468,8.72
Timing Repair Buffer,212,31.3
per-stage QoR:
stage | hold slack [ns] | setup WS (ns) | cells | total power (W)
after floorplan | 0.436 | 1.06 | 328 | 0.00191
after global placement | 0.456 | 0.546 | 989 | 0.00238
after detailed placement | 0.457 | 0.605 | 989 | 0.00239
after global routing | 0.329 | 0.386 | 1005 | 0.00424
after CTS | 0.300 | 0.391 | 1005 | 0.00414
final | 0.330 | 0.428 | 1006 | 0.00400
worst min path at each step:
stage,endpoint
after global routing,PRESENT_STATE[0]$_DFF_P_
final,PRESENT_STATE[0]$_DFF_P_
after CTS,PRESENT_STATE[0]$_DFF_P_
Yosys cell counts, types with 2 or more instances:
cell type,n
sky130_fd_sc_hd__a21boi_1,3
sky130_fd_sc_hd__nor3b_1,2
sky130_fd_sc_hd__a21o_1,32
sky130_fd_sc_hd__dfxtp_1,78
sky130_fd_sc_hd__nor3_1,3
sky130_fd_sc_hd__inv_1,3
sky130_fd_sc_hd__a22o_1,32
sky130_fd_sc_hd__or3b_1,2
sky130_fd_sc_hd__nor2_1,4
sky130_fd_sc_hd__buf_2,9
sky130_fd_sc_hd__clkbuf_1,7
sky130_fd_sc_hd__nand2_1,2
sky130_fd_sc_hd__a21oi_1,2
sky130_fd_sc_hd__and2_1,69
sky130_fd_sc_hd__buf_4,3
sky130_fd_sc_hd__dlxtn_1,68
logic make-up after synthesis:
| kind of cell | after synthesis |
|---|---|
| AND-OR/OR-AND | 73 |
| buffers and inverters | 22 |
| latches | 68 |
| AND/OR/NAND/NOR | 87 |
| flip-flops | 78 |
Power and IR drop assume default switching activity.
