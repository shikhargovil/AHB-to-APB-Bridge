$ cat design.v
module ahb_slave_interface(Hclk,Hresetn,Hwrite,Hreadyin,Htrans,Haddr,Hwdata,Prdata,valid,Haddr1,Haddr2,Hwdata1,Hwdata2,Hrdata,Hwritereg,tempselx,Hresp);
input Hclk,Hresetn;
input Hwrite,Hreadyin;
input [1:0] Htrans;
input [31:0] Haddr,Hwdata,Prdata;
output reg valid;
output reg [31:0] Haddr1,Haddr2,Hwdata1,Hwdata2;
output [31:0] Hrdata; 
output reg Hwritereg;
output reg [2:0] tempselx;
output  [1:0] Hresp;
always @(posedge Hclk)
 begin
  if (~Hresetn)
   begin
     Haddr1<=0;
     Haddr2<=0;
   end
   else
   begin
     Haddr1<=Haddr;
     Haddr2<=Haddr1;
   end
 end
always @(posedge Hclk)
 begin
  if (~Hresetn)
   begin
     Hwdata1<=0;
     Hwdata2<=0;
   end
  else
   begin
     Hwdata1<=Hwdata;
     Hwdata2<=Hwdata1;
   end
 end
always @(posedge Hclk)
 begin	
   if (~Hresetn)
     Hwritereg<=0;
   else
     Hwritereg<=Hwrite;
 end
always @(Hreadyin,Haddr,Htrans,Hresetn)
 begin
   valid=0;
   if (Hresetn && Hreadyin && (Haddr>=32'h8000_0000 && Haddr<32'h8C00_0000) && (Htrans==2'b10 || Htrans==2'b11) )
     valid=1;
 end
always @(Haddr,Hresetn)
 begin
   tempselx=3'b000;
     if (Hresetn && Haddr>=32'h8000_0000 && Haddr<32'h8400_0000)
	tempselx=3'b001;
     else if (Hresetn && Haddr>=32'h8400_0000 && Haddr<32'h8800_0000)
	tempselx=3'b010;
     else if (Hresetn && Haddr>=32'h8800_0000 && Haddr<32'h8C00_0000)
	tempselx=3'b100;
 end
assign Hrdata = Prdata;
assign Hresp=2'b00;
endmodule
$ cat run.sh
#!/bin/bash
# OpenROAD 26Q1-2900-gdf79404cd8, Yosys 0.63+post, stock flow scripts
make -C /OpenROAD-flow-scripts/flow DESIGN_CONFIG=/design/flow/config.mk WORK_HOME=/design/flow/orfs finish
$ cat config.mk
export PLATFORM = sky130hd
export DESIGN_NAME = ahb_slave_interface
export DESIGN_NICKNAME = ahb_slave_interface
export VERILOG_FILES = /design/flow/design.v
export SDC_FILE = /design/flow/constraint.sdc
export NUM_CORES = 4
export LEC_CHECK = 1
export CORE_AREA = 10 10 154 154
export DIE_AREA = 0 0 164 164
$ cat constraint.sdc
current_design ahb_slave_interface

set clk_period 2.2
set clk_io_pct 0.2

create_clock -name clk0 -period $clk_period [get_ports {Hclk}]

set non_clock_inputs [all_inputs -no_clocks]
set_input_delay [expr $clk_period * $clk_io_pct] -clock clk0 $non_clock_inputs
set_output_delay [expr $clk_period * $clk_io_pct] -clock clk0 [all_outputs]
==> run notes <==
Numbers from the implementation run.

The core region is 20300 µm². The instance area after placement is 5820 µm². The worst flop-to-flop path startpoint is Haddr1[8]. The number of buffers and inverters on the critical path is 3. The count of input and output buffers is 201. The routability-driven placement congestion ratio is 0.770. Hold is met by 456 ps.

Per the detailed-route log, wirelength across all metal layers totals 11.0 mm. The number of search-and-repair iterations in the first detailed-routing pass is 3. The number of distinct library cell variants in the gate-level netlist after synthesis is 12. The level count of the clock H-tree is 4. IR analysis of the VDD net gives a maximum drop of roughly 0.00040 V. The synthesized netlist handed to floorplanning was reported with a cell count of 313. The area fraction of the largest cell type after synthesis is 68.5%. The first routing iteration left 72 violations. The worst hold path belongs to the class reg2reg. Dividing the synthesized area by the synthesized cell count gives 12.0 µm². Looking at area per cell type in the netlist, the leader is sky130_fd_sc_hd__dfxtp_1. The maximum fanout count along the critical path is 3. The largest delay contributor family on the critical path is buffers and inverters. The number of vias in the routed layout is between 2k and 3k. The number of cells on the critical path is 5. The total clock buffers created by CTS is 17. The area taken by flip-flops and latches is 2580 µm². The synthesis area per yosys is 3770 µm². After the flow finishes, the layout carries non-filler instances totaling 773. The layout cell share with drive strength beyond 1 is 8.35%. The most common flop cell mapped by yosys is sky130_fd_sc_hd__dfxtp_1. Summed over all nets, the half-perimeter wirelength after detailed placement is 8.53 mm. The average wire length per cell after detail routing is 14.3 µm. In this run the maximum-capacitance check reported violations numbering 0. The insertion delay to the later sink of the worst-skew pair is 400 ps.

Relative to the synthesized area, the layout overhead comes to 71.2%. The share of the core area taken by cells at floorplan is 18.6%. The number of placed instances, taps included, is about 740. Yosys reported that registers with async set or reset make up 0%. The logic area is 925 µm². The floorplan report gives the top-level pin count as 269. Warnings reported by Yosys during synthesis add up to 1.

The synthesized design contains 129 register bits. Per STA, the worst path is made up of clkdlybuf4s50_1, nand4bb_4, buf_4, a2111oi_4, buf_2. The first-pass GRT wire length is about 16 mm. The clock-pin slew on the worst setup and hold paths is 50 ps. The clock skew after layout is about 4.3 ps. Counting pins that exceed their max-slew limit in the final report gives 0. The run finished with clean final reports.

The total grt overflow is 0. The standby leakage power is 0.00254 µW. The areal power density over the cells is ~870 nW/µm². The cell at the root of the clock tree is sky130_fd_sc_hd__clkbuf_16. STA classifies the critical path startpoint as an input pin.

The clock tree from TritonCTS is yes. The summed area of non-filler cells in the final layout is 6450 µm². The largest stage delay on the critical path is 430 ps. The critical path class is in2out.

The share of the clock period used by the worst path is 98.0%. The die is ~160 µm wide. In the Yosys report, the sequential cells make up 68.5% of the chip area.

The mapped netlist covers 3770 µm². The script logs the ratio of routed vias to standard cells as 3.40. The slew at the pin with the worst max-slew slack is 627 ps. The fmax is around 0.46 GHz. The type of element capturing the critical path is an output pin. Per the Yosys statistics, synthesis produced around 310 cells. The power consumption is approximately 5600 µW.

Counting along the longest clock path gives a buffer depth of 2. The height of the die is 164 µm. For the worst reg-to-reg path, the endpoint reported by OpenROAD is Haddr2[8].

The number of synthesized flops with an enable pin is 0. The placement row count is 52. From the final report, the count of setup violators was given as 0.

The number of warnings the tools reported is 27. The initial antenna violation count came to 0. Subtracting the final worst setup slack from the clock period gives 2160 ps.

For the worst setup path, the data arrival time is 1720 ps. Summed over all failing endpoints, the final setup total negative slack is 0 ps. The total antenna diodes in the routed design is 0. The maximum number of pins on one net before global-route repair is 83. The CTS sink count is about 130. The area of the die is between 20000 and 30000 µm². The headroom to the max-slew limit is between 50% and 60%. The count of nets left with antenna violations once routing finished came out at 0. The worst-case reg-to-reg setup slack stands at 1630 ps. STA shows the worst reg2reg path with a cell count of 1. The remaining routing DRC violations is 0.

In the synthesized netlist, the cells that appear most often are sky130_fd_sc_hd__and2_1, sky130_fd_sc_hd__dfxtp_1, sky130_fd_sc_hd__buf_4, sky130_fd_sc_hd__clkbuf_2. The critical path ends at valid. The slowest stage cell on the critical path is sky130_fd_sc_hd__clkdlybuf4s50_1.

The required time at the worst endpoint is listed as around 1800 ps. According to the timing report, the critical path is launched from Haddr[28]. The number of fill cells in the layout is approximately 2.0k. The global-route total usage across every layer is 7.78%. The synthesis report lists the most area-consuming cells as sky130_fd_sc_hd__dfxtp_1, sky130_fd_sc_hd__and2_1, sky130_fd_sc_hd__buf_4. The number of global-route vias before repair came to 2758. The hold violation count in the final report is 0.
-- metal layers --
| layer | routed length [µm] | track usage (%) | up-vias | part of all wire, % |
|---|---|---|---|---|
| li1 | - | - | 1284 | - |
| met1 | 4470 | 9.48 | 1186 | 41 |
| met2 | 5050 | 12.3 | 129 | 46 |
| met3 | 1350 | 3.91 | 28 | 12 |
| met4 | 169 | 1.42 | 0 | 1.5 |
| met5 | 0 | 0 | - | 0 |
-- sequential cells by signal, indices dropped and copies added, names as in the netlist --
name	count
Haddr2	32
Hwritereg	1
Hwdata1	32
Hwdata2	32
Haddr1	32
-- metrics by stage --
stage / setup WS [ps] / utilization, %
floorplan: 831 / -
global route: -15.1 / 31.8
finish: 44.1 / 31.8
CTS: -128 / 31.6
detailed placement: -267 / 28.7
global placement: -211 / 28.7
-- worst min path at each step --
stage | start | endpoint | cells after the start
4_1_cts | Haddr[31] | Haddr1[31] | 2
5_1_grt | Haddr[31] | Haddr1[31] | 2
6_report | Hwdata1[16] | Hwdata2[16] | 1
-- kinds of logic (layout without fill, tap and decap cells) --
group	Yosys count	count (layout)	share of synthesized area, %
compound gates	1	1	0.398
buf+inv	48	237	8.59
flops	129	129	68.5
other cells	1	2	0.0994
simple gates	134	134	22.4
-- cells in the final DEF, fill, tap and decap left out --
cell / synthesis / final
sky130_fd_sc_hd__nand4bb_4: 0 / 1
sky130_fd_sc_hd__clkinv_4: 0 / 4
sky130_fd_sc_hd__inv_6: 0 / 2
sky130_fd_sc_hd__clkinvlp_4: 0 / 1
sky130_fd_sc_hd__and2_1: 129 / 129
sky130_fd_sc_hd__a2111oi_4: 0 / 1
sky130_fd_sc_hd__nor4_2: 0 / 1
sky130_fd_sc_hd__dlygate4sd2_1: 0 / 2
sky130_fd_sc_hd__nor4b_4: 0 / 1
sky130_fd_sc_hd__clkdlybuf4s50_1: 0 / 195
sky130_fd_sc_hd__conb_1: 1 / 2
sky130_fd_sc_hd__buf_2: 2 / 2
sky130_fd_sc_hd__dfxtp_1: 129 / 129
sky130_fd_sc_hd__nor4b_2: 0 / 1
sky130_fd_sc_hd__clkbuf_16: 0 / 17
sky130_fd_sc_hd__clkinv_2: 0 / 3
sky130_fd_sc_hd__clkbuf_1: 1 / 1
sky130_fd_sc_hd__nand2_1: 1 / 1
sky130_fd_sc_hd__clkbuf_8: 0 / 3
sky130_fd_sc_hd__dlymetal6s2s_1: 0 / 2
sky130_fd_sc_hd__bufinv_16: 0 / 1
sky130_fd_sc_hd__buf_4: 34 / 4
-- area by class of cell --
| type | count | area share (%) |
|---|---|---|
| well taps | 270 | 5.23 |
| clock buffers | 21 | 7.29 |
| clock inverters | 11 | 1.63 |
| flip-flops and latches | 129 | 40.0 |
| repair buffers | 205 | 31.5 |
| multi-input cells | 137 | 14.3 |
-- timing repair --
item,4_1_cts,5_1_grt
pin swaps,0,2
buffers inserted,0,1
gates resized,7,8
setup endpoints to repair,4,2
hold buffers,0,0
-- power breakdown --
| group | total [µW] | internal, µW | switching (µW) |
|---|---|---|---|
| Combinational | 433 | 333 | 101 |
| Sequential | 2490 | 2450 | 41.3 |
| Clock | 2660 | 1650 | 1010 |
Power figures rest on the tool's default switching activity, not on a simulated workload.
